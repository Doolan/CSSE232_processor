<file path="design.v">
`timescale 1ns / 1ps
module Shifter(shift_string,shift_amount,left,r);
	input wire signed [15:0] shift_string;
	input wire signed [3:0] shift_amount;
	input wire left;
	output wire signed [15:0] r;
	assign r =
		(left)?(shift_string << shift_amount):0 |
		(!left && shift_string[15])?(~((~shift_string) >> shift_amount)):0 |
		(!left && !shift_string[15])?(shift_string >> shift_amount):0;
endmodule
</file>
<file path="run.sh">
#!/bin/bash
# OpenROAD 26Q1-2900-gdf79404cd8, Yosys 0.63+post, stock flow scripts
make -C /OpenROAD-flow-scripts/flow DESIGN_CONFIG=/design/flow/config.mk WORK_HOME=/design/flow/orfs finish
</file>
<file path="config.mk">
export PLATFORM = sky130hd
export DESIGN_NAME = Shifter
export DESIGN_NICKNAME = Shifter
export VERILOG_FILES = /design/flow/design.v
export SDC_FILE = /design/flow/constraint.sdc
export NUM_CORES = 4
export LEC_CHECK = 1
export CORE_AREA = 10 10 104 104
export DIE_AREA = 0 0 114 114
</file>
<file path="constraint.sdc">
current_design Shifter

set clk_period 6.6
set clk_io_pct 0.2

create_clock -name clk0 -period $clk_period

set non_clock_inputs [all_inputs -no_clocks]
set_input_delay [expr $clk_period * $clk_io_pct] -clock clk0 $non_clock_inputs
set_output_delay [expr $clk_period * $clk_io_pct] -clock clk0 [all_outputs]
</file>
==> impl_metrics.ini <==
; synthesis and place-and-route metrics
[global_routing]
grt_use_total = 0.0837
grt_pass1_wl_um = 9190
first_global_vias = 1738
grt_max_degree = 39
antenna_found_initial = 0
overflow = 0

[layout]
n_clock_buffer = 0
flop_area_um2 = 0
lay_top_count = clkdlybuf4s50_1
fin_util = 0.250
final_cell_mix = 35 x clkdlybuf4s50_1, 29 x mux2i_1, 20 x mux2_2
drive_above_1_share = 0.156
seq_cells = 0
area_growth_pct = 24.2

[critical_path]
cp_slowest_cell = clkdlybuf4s50_1
critPathMaxStageDelay_ps = 850
critPathArrivalTime_ps = 4270
critPathMaxFanout = 19
critPathLaunchType = input pin
cp.required_ps = 5280
worst-setup-path-type = input pin to output port
endpoint_kind = output port
path_cells = clkdlybuf4s50_1, or4b_4, o211a_1, a222oi_1, mux2_2, o21ai_1, clkdlybuf4s50_1
cp_common_cell = clkdlybuf4s50_1

[sta]
min_period_ps = 5590
worst_pin_slew_ps = 591
slew_headroom = 0.605
hold_viol = 0
fmaxAchievable_mhz = 179
finalMaxSlewViolations = 0
finalCritPeriodShare = 0.847
finalSetupViolations = 0
rsz0062_at_grt = no
layout_setup_ws_ps = 1010
tns_ps = 0

[yosys]
yosysCellCount = 227
synth_cell_types = 51
ys_chip_area_um2 = 1750
synth-seq-area-share = 0
syn-instance-count = 227
yosys_warnings = 0
synthesis.area_um2 = 1750
syn_area_per_cell_um2 = 7.71

[status]
outcome = complete, no violations

[worst_hold_path]
worstHoldEndpoint = r[14]
hp-class = input pin to output port
min_path_cells = 6
hold_path.startpoint = shift_amount[0]

[placement]
place_congestion = 0.950
post-dp-hpwl_um = 4540
portBuffers = 37
preCtsSetupSlack_ps = 1030

[die]
chip_area_um2 = 13000
fp.dieH_um = 114
coreArea_um2 = 8680
die_x_um = 114
io_pins = 37
initial_utilization = 0.202
num_rows = 34

[power]
vdd_drop_max_uv = 31.6
p_per_area_nw_per_um2 = 75.9
clockPowerShare = 0
seq_power_share = 0
leakagePower_nw = 0.761
p_switching_mw = 0.0789
p_int_mw = 0.0859
power_mw = 0.165
switching_share = 0.479
comb_power_share = 1.000

[routing]
drt_iter0_drc = 220
vias = 1828
wl_per_cell_um = 16.5
drc = 0
antennaDiodeCount = 0
dr.pass1.iters = 4
routed_via_density = 5.19
wl_um = 5820
ant_nets = 0

[clock_network]
cts_setup_buffers = 0
cts_resized = 0
postCtsHoldBufs = 0

[job]
cap_violations = 0
tool_warnings = 32
final cells by class:
type	count	area, um^2
Inverter	2	7.51
Fill cell	973	6510
Multi-Input combinational cell	199	1620
Timing Repair Buffer	43	405
Tap cell	108	135
synth_stat cells (4+ instances only):
library cell,count,area share
mux2i_1,29,0.17
mux2_2,20,0.13
nor2_1,19,0.041
nand2_1,15,0.032
clkbuf_1,12,0.026
nand2b_1,12,0.043
o21ai_0,11,0.031
buf_2,10,0.029
a21oi_1,9,0.026
mux4_2,8,0.10
nor2b_1,8,0.029
a211oi_1,6,0.026
nor3_1,6,0.017
o211ai_1,6,0.026
nand3_1,4,0.011
o22ai_1,4,0.014
critical path, delay by kind of cell:
kind	cells	cell delay (ps)
buffers and inverters	2	1350
multiplexers	1	390
AND/OR/NAND/NOR	1	550
AND-OR/OR-AND	3	660
stage by stage:
| stage | area [um^2] | hold slack (ps) | instances |
|---|---|---|---|
| floorplan | 1750 | 2740 | 227 |
| global placement | 2170 | 3700 | 352 |
| detailed placement | 2170 | 3700 | 352 |
| CTS | 2170 | 3700 | 352 |
| global route | 2170 | 3760 | 352 |
| finish | 2170 | 3680 | 352 |
cells by family after synthesis:
logic type                Yosys count  share of synthesized area
xor gates and xnor gates            2                     0.0100
and+or+nand+nor                    73                      0.213
AOI/OAI and AO/OA                  63                      0.256
muxes                              61                      0.449
buffers and inverters              28                     0.0715
power by group through the flow:
| stage | registers, mW | clock network [mW] | logic, mW |
|---|---|---|---|
| 4_1_cts | 0 | 0 | 0.166 |
| 5_1_grt | 0 | 0 | 0.181 |
| 6_report | 0 | 0 | 0.165 |
worst max path at each step:
stage | start | cells after the start | endpoint | slack (ps)
final | shift_string[15] | 7 | r[0] | 1010
after global routing | shift_string[15] | 7 | r[0] | 810
after CTS | shift_string[15] | 7 | r[0] | 1010
metal layers:
metal	vias up	share of wire	wire length, um	global-route usage
met3	2	0.049	285	0.0112
met2	66	0.46	2700	0.132
li1	923	-	-	-
met1	837	0.48	2800	0.125
met5	-	0	0	0
met4	0	0.0045	26	0.00334
Power and IR drop assume default switching activity.
