[design/flow/design.v]
`timescale 1ns / 1ps
module ALU16b(a,b,op,r,zero,ovfl);
	input wire signed [15:0] a;
	input wire signed [15:0] b;
	input wire [2:0] op;
	output wire signed [15:0] r;
	output wire zero;
	output wire ovfl;
	wire signed [15:0] sum;
	assign r=
		(op==3'b000)?(a&b):0 |
		(op==3'b001)?(a|b):0 |
		(op==3'b010)?(~(a|b)):0 |
		(op==3'b011)?(a+b):0 |
		(op==3'b100)?(a-b):0 |
		(op==3'b101)?(a<b):0;
	assign ovfl=((op==3'b011)&((r<a)|(r<b)))|
		((op==3'b100)&(r>a));
	assign zero=(r==0);
endmodule
[design/flow/run.sh]
#!/bin/bash
# OpenROAD 26Q1-2900-gdf79404cd8, Yosys 0.63+post, stock flow scripts
make -C /OpenROAD-flow-scripts/flow DESIGN_CONFIG=/design/flow/config.mk WORK_HOME=/design/flow/orfs finish
[design/flow/config.mk]
export PLATFORM = sky130hd
export DESIGN_NAME = ALU16b
export DESIGN_NICKNAME = ALU16b
export VERILOG_FILES = /design/flow/design.v
export SDC_FILE = /design/flow/constraint.sdc
export NUM_CORES = 4
export LEC_CHECK = 1
export CORE_UTILIZATION = 40
[design/flow/constraint.sdc]
current_design ALU16b

set clk_period 10.6
set clk_io_pct 0.2

create_clock -name clk0 -period $clk_period

set non_clock_inputs [all_inputs -no_clocks]
set_input_delay [expr $clk_period * $clk_io_pct] -clock clk0 $non_clock_inputs
set_output_delay [expr $clk_period * $clk_io_pct] -clock clk0 [all_outputs]
==> flow_summary_export.csv <==
group,metric,value,unit
synthesis,share_of_yosys_cell_area_claimed_by_the_top_area_cell_type,0.277,
grt,grt_antenna_before_repair,0,
drt,insertedDiodeCount,0,
cells_and_area,number_of_clock_buffers_in_the_layout,0,
grt,first_global_vias,3477,
place,port_buffers,53,
drt,antenna_violating_nets_post_route,0,
drt,highest_routing_layer_actually_used,"met4",
final_timing,fmax,104,MHz
drt,met2WireLength,5420,um
synthesis,ys_chip_area,3570,um^2
drt,drt_iter0_markers,228,
job,maxcap_viol_count,0,
synthesis,top_cells_by_area,"sky130_fd_sc_hd__ha_1 (28%), sky130_fd_sc_hd__inv_1 (5.5%), sky130_fd_sc_hd__o21ai_0 (4.5%)",
setup_path,critPathLaunchType,"input port",
drt,drc_errors,0,
pwr,total_power,240,uW
final_timing,min_clock_period_post_route,9.62,ns
run_status,run_status,"finished, final reports clean",
grt,gr-total-overflow,0,
drt,routed_via_density,6.20,
final_timing,finalHoldViolations,0,
floorplanning,number_of_top_level_pins,53,
setup_path,endpoint_kind,"output port",
grt,grt_first_pass_wirelength,19000,um
grt,groute.usage.overall,0.274,
cells_and_area,n_sequential_cell,0,
pwr,power.ir.vdd_worst,0.0232,mV
floorplanning,initial_utilization,0.411,
cells_and_area,sequential_area,0,um^2
grt,largest_net_degree_at_the_start_of_global_routing,35,
synthesis,ys_warn_count,0,
final_timing,worst_slew_pin_tran,0.785,ns
setup_path,worstSetupPathType,"in -> out",
drt,number_of_vias_after_detailed_routing,3928,
worst_hold_path,hold_class,"in -> out",
drt,firstDrtPassIters,5,
cts,cts_post_setup_buffers_inserted,0,
drt,detail_route.wl_per_cell,19.4,um
drt,dr_wl_met3,949,um
final_timing,total_of_endpoints_with_negative_setup_slack_in_the_final_report,0,
synthesis,ys_seq_share,0,
floorplanning,design.die.area,9300,um^2
place,hpwl,9920,um
final_timing,slew_headroom,0.471,
setup_path,critical_path_arrival,7.50,ns
cells_and_area,fillerInstances,875,
cells_and_area,logic_area,3240,um^2
drt,drt-total-wl,12300,um
pwr,cellLeakagePower,1.84,nW
cts,hold_buffers,0,
floorplanning,floorplan.die.width,96.5,um
job,stage_log_warnings,64,
floorplanning,core_area,8680,um^2
setup_path,critical_path_data_required_time,8.48,ns
cells_and_area,post_route_cells_drive_above_1_share,0.0570,
floorplanning,chipHeight,96.5,um
synthesis,unique_cell_types,77,
synthesis,postSynthCellCount,492,
setup_path,timing.critical_path.fanout_max,5,
pwr,cellPowerDensity,57.9,nW/um^2
drt,wl_met1,5810,um
synthesis,yosys_cells,492,
place,gp_routability_congestion,0.985,
final_timing,rsz0062_at_grt,"no",
floorplanning,fp-row-count,34,
synthesis,synth_area,3570,um^2
cells_and_area,syn2layout_area_growth,16.1,%
cts,cts.repair.resized,0,
final_timing,setup_total_negative_slack,0,ns
final_timing,drv_slew,0,
final_timing,final.period_utilization,0.908,
synthesis,syn-mean-instance-area,7.25,um^2
synthesis,synth_area_leader_cell,"sky130_fd_sc_hd__ha_1",
-- cell type report --
cell class	instances	share of cell area
multi-input combinational	414	0.781
tap	108	0.0326
timing repair buffer	58	0.137
inverter	54	0.0489
-- power breakdown --
group          total (mW)  leakage [nW]  internal [mW]  switching, mW
clock network           0             0              0              0
registers               0             0              0              0
logic               0.240          1.84          0.107          0.134
total               0.240          1.84          0.107          0.134
-- path summary, 6_finish.rpt --
kind / slack, ns / depth (start not counted) / to / start
worst max-delay path: 0.98 / 20 / ovfl / a[1]
worst min-delay path: 5.63 / 6 / r[7] / b[7]
-- synth_stat cells, types with 3 or more instances --
library cell                count
sky130_fd_sc_hd__a2111oi_0      6
sky130_fd_sc_hd__a211oi_1      15
sky130_fd_sc_hd__a21o_1        12
sky130_fd_sc_hd__a21oi_1       29
sky130_fd_sc_hd__a221o_1        3
sky130_fd_sc_hd__a221oi_1       5
sky130_fd_sc_hd__a311oi_1       3
sky130_fd_sc_hd__a31oi_1        8
sky130_fd_sc_hd__buf_1          4
sky130_fd_sc_hd__buf_2         10
sky130_fd_sc_hd__buf_4          3
sky130_fd_sc_hd__clkbuf_1       5
sky130_fd_sc_hd__ha_1          79
sky130_fd_sc_hd__inv_1         52
sky130_fd_sc_hd__mux2_2         4
sky130_fd_sc_hd__mux2i_1        6
sky130_fd_sc_hd__nand2_1       18
sky130_fd_sc_hd__nand2b_1       6
sky130_fd_sc_hd__nand3_1        8
sky130_fd_sc_hd__nand4_1        8
sky130_fd_sc_hd__nor2_1        35
sky130_fd_sc_hd__nor2b_1       11
sky130_fd_sc_hd__nor3_1        18
sky130_fd_sc_hd__nor3b_1        4
sky130_fd_sc_hd__o211a_1        4
sky130_fd_sc_hd__o211ai_1       6
sky130_fd_sc_hd__o21a_1        10
sky130_fd_sc_hd__o21ai_0       32
sky130_fd_sc_hd__o21bai_1       4
sky130_fd_sc_hd__o221ai_1       6
sky130_fd_sc_hd__o22ai_1        3
sky130_fd_sc_hd__or2_2          5
sky130_fd_sc_hd__or3_1         12
sky130_fd_sc_hd__xnor2_1        3
-- per-layer routing --
layer / up-vias / track usage
met4: 0 / 0.0282
met5: - / 0
met2: 186 / 0.429
met1: 1795 / 0.420
met3: 16 / 0.0255
li1: 1931 / -
-- placed cells by master, fill, tap and decap left out, types with 8 or more instances in the layout --
cell	count
sky130_fd_sc_hd__nand2_1	18
sky130_fd_sc_hd__a211oi_1	15
sky130_fd_sc_hd__o21a_1	10
sky130_fd_sc_hd__nor3_1	18
sky130_fd_sc_hd__nand4_1	8
sky130_fd_sc_hd__inv_1	52
sky130_fd_sc_hd__nand3_1	8
sky130_fd_sc_hd__a21oi_1	29
sky130_fd_sc_hd__a31oi_1	8
sky130_fd_sc_hd__clkdlybuf4s50_1	53
sky130_fd_sc_hd__ha_1	79
sky130_fd_sc_hd__o21ai_0	32
sky130_fd_sc_hd__nor2_1	35
sky130_fd_sc_hd__or3_1	12
sky130_fd_sc_hd__nor2b_1	11
sky130_fd_sc_hd__a21o_1	12
-- metrics by stage --
stage / hold slack, ns / setup slack (ns) / area (um^2) / instances / util
final: 5.63 / 0.979 / 4140 / 634 / 0.477
after global routing: 5.69 / 0.562 / 4140 / 634 / 0.477
after CTS: 5.62 / 0.947 / 4140 / 634 / 0.477
after detailed placement: 5.61 / 0.975 / 4140 / 634 / 0.477
after global placement: 5.60 / 1.01 / 4140 / 634 / 0.477
after floorplan: 4.53 / 2.92 / 3570 / 492 / -
-- critical path, stage by stage --
cell and delay [ns]:
sky130_fd_sc_hd__clkdlybuf4s50_1 0.62, sky130_fd_sc_hd__inv_1 0.10, sky130_fd_sc_hd__ha_1 0.34, sky130_fd_sc_hd__o21bai_1 0.20
sky130_fd_sc_hd__a2111oi_4 0.42, sky130_fd_sc_hd__o21bai_2 0.18, sky130_fd_sc_hd__a41oi_1 0.27, sky130_fd_sc_hd__mux2_2 0.36
sky130_fd_sc_hd__o21ai_0 0.29, sky130_fd_sc_hd__o21ai_0 0.24, sky130_fd_sc_hd__ha_1 0.35, sky130_fd_sc_hd__a21o_1 0.16
sky130_fd_sc_hd__a21o_1 0.17, sky130_fd_sc_hd__a211oi_1 0.20, sky130_fd_sc_hd__o21ai_0 0.18, sky130_fd_sc_hd__a221oi_1 0.28
sky130_fd_sc_hd__o41ai_1 0.13, sky130_fd_sc_hd__xnor2_1 0.13, sky130_fd_sc_hd__o21ai_0 0.24, sky130_fd_sc_hd__clkdlybuf4s50_1 0.52
-- kinds of logic (layout without fill, tap and decap cells) --
group	count (synthesis)	count (layout)	synth area share
AOI/OAI and AO/OA	181	181	0.373
xor gates and xnor gates	3	3	0.00736
adders and majority gates	81	81	0.288
buffers and inverters	78	112	0.0929
muxes	10	10	0.0295
and+or+nand+nor	139	139	0.209
Power is estimated from default activity; no workload was simulated.
